===== /design/flow/config.mk =====
export PLATFORM = sky130hd
export DESIGN_NAME = deficit_round_robin
export DESIGN_NICKNAME = deficit_round_robin
export VERILOG_FILES = /design/flow/design.v
export SDC_FILE = /design/flow/constraint.sdc
export NUM_CORES = 4
export LEC_CHECK = 1
export CORE_UTILIZATION = 40

===== /design/flow/constraint.sdc =====
current_design deficit_round_robin

set clk_period 15.2
set clk_io_pct 0.2

create_clock -name clk0 -period $clk_period [get_ports {clk_i}]

set non_clock_inputs [all_inputs -no_clocks]
set_input_delay [expr $clk_period * $clk_io_pct] -clock clk0 $non_clock_inputs
set_output_delay [expr $clk_period * $clk_io_pct] -clock clk0 [all_outputs]

===== /design/flow/design.v =====
module deficit_round_robin
#(
  PKT_QS_CNT   = 4,     
  QUANTUM_SIZE = 500    
)
(
  input                                 clk_i,
  input                                 rst_i,
  input [PKT_QS_CNT-1:0][15:0]          size_i,
  input [PKT_QS_CNT-1:0]                size_val_i,
  input                                 ready_i,     
  output logic [$clog2(PKT_QS_CNT)-1:0] read_o,
  output logic                          read_val_o
);
logic [$clog2(PKT_QS_CNT)-1:0]          pntr_cnt;    
logic [PKT_QS_CNT-1:0][15:0]            dft_cnt;     
assign dft_bgr_size = ( size_i[pntr_cnt] <= dft_cnt[pntr_cnt] ) && size_val_i[pntr_cnt];
assign dft_smr_size = ( size_i[pntr_cnt] >  dft_cnt[pntr_cnt] ) && size_val_i[pntr_cnt];
logic dft_bgr_size_d1;
logic dft_smr_size_d1;
always_ff @( posedge clk_i )
  begin
    dft_bgr_size_d1 <= dft_bgr_size;
  end
always_ff @( posedge clk_i )
  begin
    dft_smr_size_d1 <= dft_smr_size;
  end
always_ff @( posedge clk_i )
  begin
    if( rst_i )
      pntr_cnt <= 0;
    else
      if( ready_i && dft_bgr_size )
        pntr_cnt <= pntr_cnt;
          else
            if( ready_i )
              pntr_cnt <= pntr_cnt + 1;
  end
always_ff @( posedge clk_i )
  begin
    if( rst_i )
      for( int i = 0; i < PKT_QS_CNT; i++ )
        dft_cnt[i] <= QUANTUM_SIZE;
    else
      if( dft_smr_size_d1 && !read_val_o )
        dft_cnt[pntr_cnt] <= dft_cnt[pntr_cnt] + QUANTUM_SIZE;
      else
        if( dft_bgr_size )
          dft_cnt[pntr_cnt] <= dft_cnt[pntr_cnt] - size_i[pntr_cnt];
  end
always_comb 
  begin
    if( dft_bgr_size )
      read_o <= pntr_cnt;
    else
      read_o <= 0;
  end
assign read_val_o = dft_bgr_size;
logic [PKT_QS_CNT-1:0][31:0] stc_cnt;  
always_ff @( posedge clk_i )
  begin
    if( rst_i )
      for( int j = 0; j < PKT_QS_CNT; j++ )
        stc_cnt[j] <= 0;
    else
      if( read_val_o )
        stc_cnt[pntr_cnt] <= stc_cnt[pntr_cnt] + size_i[pntr_cnt];
  end
endmodule

===== /design/flow/run.sh =====
#!/bin/bash
# OpenROAD 26Q1-2900-gdf79404cd8, Yosys 0.63+post, stock flow scripts
make -C /OpenROAD-flow-scripts/flow DESIGN_CONFIG=/design/flow/config.mk WORK_HOME=/design/flow/orfs finish

==> results.yml <==
# generated from flow reports
finish:
  drive_above_1_share_pct: 13.44
  final_util_pct: 50.70
  fin_cells: 661
  areaGrowthSynthToFinish_pct: 23.23
  nFillCells: 998
timing:
  worst_clock_skew_ns: 0.006945
  max-slew-margin-rel_pct: 42.09
  finalMaxSlewViolations: 0
  finalWorstSetupSlack_ns: 5.933
  rsz0062_at_grt: "no"
  max_slew.worst_pin.slew_ns: 0.8665
  finalSetupViolations: 0
  max_freq_mhz: 107.9
  fin_tns_setup_ns: 0
  period_used_pct: 60.97
  post-route-min-period_ns: 9.267
  hold_violations: 0
min_path:
  min_path_cells: 2
  hold_path_class: "reg2reg"
global_routing:
  grt_pass1_wl_um: 19880
  grt_usage_pct: 22.83
  overflow: 0
  grt_antenna_before_repair: 0
  grt_pass1_vias: 3790
  grt_max_degree: 75
setup_path:
  crit_chain: "clkdlybuf4s50_1, mux4_2, ha_1, fa_1, nand2b_1, a21oi_2, o41ai_2, o211ai_2, nand2_1, nor2_1, clkdlybuf4s50_1"
  start_kind: "input pin"
  crit_top_cell: "clkdlybuf4s50_1"
  slowest_stage: "mux4_2"
  crit_buf_inv: 2
  critPathRequiredTime_ns: 12.16
  crit_path_max_fanout: 4
  cpLargestDelayFamily: "buffers and inverters"
  cp-end-kind: "output pin"
  cp.depth: 11
  worstRegToRegCells: 10
  critical-path-max-stage-delay_ns: 0.49
  cp.arrival_ns: 6.23
  worstSetupPathType: "in2out"
clock_network:
  clk_latency_ns: 0.35
  cts_tree: "done"
  clkSinkCount: 67
  cts_inserted_buffers: 9
  post-cts-setup-buffers: 0
  post_cts_resized: 0
  clk_pin_slew_ns: 0.07
  h-tree-depth: 3
  cts.path.max_buffers: 2
  cts_hold_buf: 0
  clockRootBuffer: "clkbuf_8"
placement:
  dp_hpwl_um: 8797
  dp_worst_setup_slack_ns: 5.946
  finalWeightedCongestion: 0.9340
  dp.cells: 646
  numPortBuffers: 73
synthesis:
  synthArstFlopShare_pct: 0
  ff_type: "dfxtp_1"
  edf_count: 0
  synth_cells: 451
  ys_seq_share_pct: 30.07
  ys_warn_count: 3
  ys_ff: 67
  ys_cells: 451
  synth_cell_types: 57
  syn_avg_cell_area_sq_um: 9.890
  yosysChipArea_sq_mm: 0.004461
  syn_area_sq_mm: 0.004461
detailed_routing:
  drt_iter0_drc: 220
  wl_met3_um: 1026
  wl_met1_um: 5800
  routed.top_layer: "met4"
  drcViolationCount: 0
  wl_per_cell_um: 18.55
  drt_wl_total_um: 12260
  dr.pass1.iters: 4
  met2WireLength_um: 5288
  antenna_cells: 0
  postRouteAntennaNets: 0
  vias: 3872
  via_per_inst: 5.858
die:
  fp.coreArea_sq_mm: 0.01084
  ioPinCount: 74
  std_cell_rows: 38
  die_w_um: 107.6
  chipArea_sq_mm: 0.01158
  fp_util_pct: 41.15
  die_h_um: 107.6
run:
  drv_cap: 0
  warnings: 28
run_status:
  outcome: "completed"
power_and_ir_drop:
  p_per_area_mw_per_mm2: 114.9
  vdd_drop_max_v: 0.00005107
  power_leakage_uw: 0.002025
## cells in the mapped netlist (5+ instances only)
cell type   n  share of area (%)
a21o_1      5               0.84
a21oi_1    15                1.7
a221o_1    24                5.4
a22oi_1    16                2.7
a32o_1      8                1.8
buf_2       8               0.90
clkbuf_1   11               0.93
dfxtp_1    67                 30
ha_1       21                5.9
inv_1      21                1.8
mux2i_1    10                2.2
mux4_2     31                 16
nand2_1    22                1.9
nand2b_1   10                1.4
nand3_1    12                1.3
nand3b_1   15                2.5
nor2_1     38                3.2
nor2b_1    13                1.8
nor3_1      7               0.79
nor4_1      5               0.70
o21ai_0    12                1.3
o21ai_1    11                1.2
xnor2_1    13                2.6
xor2_1      6                1.2
## worst min-delay path: stages, from the launching register on
cell and delay, ns:
dfxtp_1 0.32, nand2_1 0.06, a21oi_1 0.05
## path summary, 6_finish.rpt
check | startpoint | end | slack [ns]
min | dft_cnt[42] | dft_cnt[42] | 0.47
max | size_i[32] | read_o[0] | 5.93
max reg2reg | pntr_cnt[0] | dft_cnt[53] | 10.18
min reg2reg | dft_cnt[42] | dft_cnt[42] | 0.47
## state kept, by name, indices dropped and copies added (netlist names)
name / count
dft_smr_size_d1: 1
dft_cnt: 64
pntr_cnt: 2
## layout by cell type (no fill, tap or decap), types with 3 or more instances in the layout
cell type / n
clkdlybuf4s50_1: 72
dfxtp_1: 66
nor2_1: 38
mux4_2: 31
a221o_1: 24
nand2_1: 22
inv_1: 21
ha_1: 21
a22oi_1: 16
a21oi_1: 15
nand3b_1: 15
nor2b_1: 13
xnor2_1: 13
o21ai_0: 12
nand3_1: 12
o21ai_1: 11
clkbuf_8: 11
mux2i_1: 10
nand2b_1: 10
a32o_1: 8
buf_4: 8
nor3_1: 7
xor2_1: 6
a21o_1: 5
nor4_1: 4
nand4_1: 3
o211ai_1: 3
or3_1: 3
a31oi_1: 3
## logic make-up after synthesis
logic type	synth area share (%)
fa+ha+maj	6.339
xor+xnor	3.731
flops	30.07
compound gates	19.86
mux	18.99
simple gates	16.41
buf+inv	4.600
## power breakdown
part,switching (uW),internal (uW)
Sequential,9.84,190
Clock,66.4,83.8
Combinational,160,121
Total,236,395
## metal layers
| layer | GRT usage (%) | vias to the layer above |
|---|---|---|
| met2 | 33.84 | 140 |
| li1 | - | 1863 |
| met1 | 36.37 | 1859 |
| met5 | 0 | - |
| met4 | 2.935 | 0 |
| met3 | 4.630 | 10 |
## stage by stage
stage | area (sq um) | power, uW | hold WS [ns]
floorplan | 4461 | 406.6 | 0.4272
global placement | 5303 | 478.1 | 0.4480
detailed placement | 5303 | 481.0 | 0.4565
CTS | 5497 | 631.7 | 0.4659
global route | 5497 | 673.7 | 0.4897
finish | 5497 | 631.3 | 0.4678
## area by class of cell
type	count	area (sq um)	share of cell area, %
timing repair buffer	81	785.8	14.30
sequential	67	1343	24.43
inverter	21	78.83	1.434
tap	140	175.2	3.187
clock buffer	13	158.9	2.891
multi-input combinational	337	2920	53.13
clock inverter	2	35.03	0.6374
Power and IR drop assume default switching activity.
